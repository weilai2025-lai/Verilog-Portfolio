`/design/flow/design.v`:
```
module BCD(binaryin,bcd_unit,bcd_ten,bcd_hundred);
parameter width_low = 4;
parameter width_high = 8;
input [width_high-1:0]binaryin;
output [width_low-1:0]bcd_unit,bcd_ten,bcd_hundred;
wire [width_high-1:0]initialbinary,mux0_out,mux1_out,mux2_out,mux3_out;
wire [width_high-1:0]bcdadd0,bcdadd1,bcdadd2,bcdadd3;
wire [width_low-1:0]add6_out,muxlow_out;
wire add6_c,bcdadd2_c,bcdadd3_c,fulladd_count;
assign initialbinary = {3'b000,add6_c,muxlow_out};
assign fulladd_count = bcdadd2_c|bcdadd3_c;
assign bcd_unit = bcdadd3[width_low-1:0];
assign bcd_ten = bcdadd3[width_high-1:width_low];
assign bcd_hundred = {2'b00,bcd_hundred[1],bcd_hundred[0]};
add6 a0(.din(binaryin[width_low-1:0]),.dout(add6_out),.cout(add6_c));
mux4 m0(.a(binaryin[width_low-1:0]),.b(add6_out),.sel(add6_c),.c(muxlow_out));
BCDADD b0(.a(initialbinary),.b(mux0_out),.s(bcdadd0),.cout());
BCDADD b1(.a(bcdadd0),.b(mux1_out),.s(bcdadd1),.cout());
BCDADD b2(.a(bcdadd1),.b(mux2_out),.s(bcdadd2),.cout(bcdadd2_c));
BCDADD b3(.a(bcdadd2),.b(mux3_out),.s(bcdadd3),.cout(bcdadd3_c));
mux8 m80(.a(8'h00),.b(8'h16),.sel(binaryin[4]),.c(mux0_out));
mux8 m81(.a(8'h00),.b(8'h32),.sel(binaryin[5]),.c(mux1_out));
mux8 m82(.a(8'h00),.b(8'h64),.sel(binaryin[6]),.c(mux2_out));
mux8 m83(.a(8'h00),.b(8'h28),.sel(binaryin[7]),.c(mux3_out));
fulladd f0(.a(binaryin[7]),.b(fulladd_count),.cin(1'b0),.s(bcd_hundred[0]),.cout(bcd_hundred[1]));
endmodule
module BCDADD(a,b,s,cout);
parameter width_low = 4;
parameter width_high = 8;
input [width_high-1:0]a,b;
output [width_high-1:0]s;
output cout;
wire [width_low-1:0]CLA_slow,CLA_shigh,add6_slow,add6_shigh,mux_low,mux_high;
wire CLA_clow,CLA_chigh,add6_clow,add6_chigh,mux_sellow,mux_selhigh;
assign mux_sellow = CLA_clow|add6_clow;
assign mux_selhigh = CLA_chigh|add6_chigh;
assign s[width_low-1:0] = mux_low;
assign s[width_high-1:width_low] = mux_high;
assign cout = mux_selhigh;
CLA c_low(.a(a[width_low-1:0])
          ,.b(b[width_low-1:0])
			 ,.cin(1'b0)
			 ,.s(CLA_slow)
			 ,.cout(CLA_clow));
add6 a_low(.din(CLA_slow),.dout(add6_slow),.cout(add6_clow));
mux4 m_low(.a(CLA_slow),.b(add6_slow),.sel(mux_sellow),.c(mux_low));
CLA c_high(.a(a[width_high-1:width_low])
          ,.b(b[width_high-1:width_low])
			 ,.cin(mux_sellow)
			 ,.s(CLA_shigh)
			 ,.cout(CLA_chigh));
add6 a_high(.din(CLA_shigh),.dout(add6_shigh),.cout(add6_chigh));
mux4 m_high(.a(CLA_shigh),.b(add6_shigh),.sel(mux_selhigh),.c(mux_high));
endmodule
module CLA(a,b,cin,s,cout);
parameter width = 4;
input [width-1:0]a,b;
input cin;
output [width-1:0]s;
output cout;
assign {cout,s} = a+b+cin;
endmodule
module add6(din,dout,cout);
parameter width = 4;
input [width-1:0]din;
output [width-1:0]dout;
output cout;
assign {cout,dout} = din+6;
endmodule
module mux4(a,b,sel,c);
parameter width = 4;
input sel;
input [width-1:0]a,b;
output [width-1:0]c;
assign c = (sel)?b:a;
endmodule
module mux8(a,b,sel,c);
parameter width = 8;
input sel;
input [width-1:0]a,b;
output [width-1:0]c;
assign c = (sel)?b:a;
endmodule
module fulladd(a, b, cin, s, cout);
input a, b, cin;
output s, cout;
assign cout = (a&b)|(b&cin)|(a&cin);
assign s = a^b^cin;
endmodule
```
`/design/flow/run.sh`:
```
#!/bin/bash
# OpenROAD 26Q1-2900-gdf79404cd8, Yosys 0.63+post, stock flow scripts
make -C /OpenROAD-flow-scripts/flow DESIGN_CONFIG=/design/flow/config.mk WORK_HOME=/design/flow/orfs finish
```
`/design/flow/config.mk`:
```
export PLATFORM = sky130hd
export DESIGN_NAME = BCD
export DESIGN_NICKNAME = BCD
export VERILOG_FILES = /design/flow/design.v
export SDC_FILE = /design/flow/constraint.sdc
export NUM_CORES = 4
export LEC_CHECK = 1
export CORE_AREA = 10 10 86 86
export DIE_AREA = 0 0 96 96
```
`/design/flow/constraint.sdc`:
```
current_design BCD

set clk_period 7.7
set clk_io_pct 0.2

create_clock -name clk0 -period $clk_period

set non_clock_inputs [all_inputs -no_clocks]
set_input_delay [expr $clk_period * $clk_io_pct] -clock clk0 $non_clock_inputs
set_output_delay [expr $clk_period * $clk_io_pct] -clock clk0 [all_outputs]
```
==> CHANGELOG.md <==
### Physical design

* Gpl congestion at 0.879
* Final min period at 8630 ps
* CP startpoint kind: input port
* Finish-stage setup viols at 7
* First-pass GRT wire length at 6480 um
* Worst Path Required at 6160 ps
* Setup TNS Final at -4570 ps
* Min-delay src: binaryin[0]
* Total GRT Usage at 8.05%
* Yosys stat chip area at 1330 um^2
* I/O Buffers at 16
* DP HPWL at 2720 um
* FILL cells at 507
* Hold EP: bcd_unit[0]
* Top cells by area: ha_1 19%, fa_1 9.0%, xnor2_1 5.3%, a21oi_1 4.5%, inv_1 3.9%
* Drt wl/cell at 11.6 um
* Yosys top cell by area: ha_1
* Buf/Inv on CP at 8
* Synth cell types at 52
* Total grt overflow at 0
* Max cap viols at 0
* Worst Hold Depth at 0
* Layout area overhead at 90.6%
* Via count at 1566
* Die Y at 96 um
* Initial antenna violation count at 0
* Storage cell area at 0 um^2
* Post-route ant nets at 0
* OpenROAD warnings at 35
* Max incr delay on CP at 600 ps
* Final hold vios at 0
* Status: finished with violations
* Residual DRC at 0
* Die X-Extent at 96 um
* CORE AREA at 5540 um^2
* Yosys Instances at 176
* FFs & Latches at 0
* Drt initial violations at 59
* Drt first pass iters at 4
* Proportion of layout cells with a drive suffix above 1 at 63.5%
* Synth Seq Share at 0%
* Worst hold slack at 3080 ps
* Min-Delay Path Class: in -> out
* FP Util at 24.0%
* Area leader share at 18.8%
* RSZ-0062 raised after global routing: yes
* Failing checks: setup timing
* Worst Setup Path Type: in -> out
* Dpl ws at -1960 ps
* Largest net degree at the start of global routing at 9
* Ports at 20
* Syn Inst Count at 176
* Yosys warns at 0
* Endpoint type of the worst setup path: output port
* Slowest CP cell: fa_2
* DRT Wirelength at 3850 um
* CP Max Fanout at 4
* DIE AREA at 9220 um^2
* FP Rows at 27
* N_diodes at 0
* CP delay by family, top: adder cells
* Final Max Slew Viols at 0
* Post-Syn Area at 1330 um^2
* Final WS setup at -933 ps
* Syn avg cell area at 7.56 um^2
* Period utilization at 112%
* Clock Buffer Count at 0
* Vias/cell at 4.72
* Number of global-route vias before repair at 1508
* WP depth at 29
* Worst EP arrival at 7090 ps
* Max frequency at 0.116 GHz
[cell families (layout without fill, tap and decap cells)]
kind of cell | Yosys count | count (layout) | share of synthesized area [%]
xor gates and xnor gates | 10 | 10 | 6.58
buffers and inverters | 27 | 110 | 9.96
other | 1 | 2 | 0.282
and+or+nand+nor | 61 | 61 | 24.6
muxes | 3 | 3 | 2.35
AOI/OAI and AO/OA | 48 | 48 | 28.4
adders and majority gates | 26 | 26 | 27.8
[metrics by stage]
step	util, %	instance area [um^2]	cells
2_1_floorplan	-	1480	177
3_3_place_gp	37.2	2060	314
3_5_place_dp	37.2	2060	314
4_1_cts	43.0	2380	328
5_1_grt	45.8	2540	332
6_report	45.8	2540	332
[per-layer routing]
metal	share of wire (%)	vias to the layer above	wire (um)	GRT usage, %
met1	50	741	1940	11.7
met4	0	0	0	0
li1	-	809	-	-
met2	47	16	1810	13.7
met5	0	-	0	0
met3	2.5	0	98	0.314
[synth_stat cells (all sizes together), types with 2 or more instances]
cell type   n
and2        3
nor4b       2
a311oi      2
xnor2       8
mux2i       2
a21oi      12
nor2b       3
nand3b      5
o21ai       9
xor2        2
nor2       14
clkbuf      4
a31oi       3
fa          6
a21o        5
o32ai       2
nand2b      4
nand4       3
buf         8
nand2      11
a211oi      2
ha         20
nand3       3
a21boi      3
inv        15
nor3        5
or2         3
nor4        2
[worst max path at each step]
stage	startpoint	endpoint	slack [ps]
4_1_cts	binaryin[2]	bcd_ten[1]	-980
5_1_grt	binaryin[2]	bcd_ten[1]	-1210
6_report	binaryin[2]	bcd_ten[1]	-930
[cells in the final DEF (no fill, tap or decap), drive strengths merged, types with 3 or more instances in the layout]
master | netlist | layout
nor2 | 14 | 14
a21oi | 12 | 12
o21ai | 9 | 9
xnor2 | 8 | 8
ha | 20 | 20
nand3 | 3 | 3
or2 | 3 | 3
nand3b | 5 | 5
a31oi | 3 | 3
nand4 | 3 | 3
nor2b | 3 | 3
a21o | 5 | 5
nor3 | 5 | 5
fa | 6 | 6
nand2b | 4 | 4
clkdlybuf4s50 | 0 | 4
and2 | 3 | 3
nand2 | 11 | 11
buf | 8 | 87
inv | 15 | 15
a21boi | 3 | 3
[final cells by class]
type,instances,area [um^2],area share [%]
inverter,15,61.3,2.42
multi-input combinational,150,1650,65.2
tap,72,90.1,3.55
timing repair buffer,95,732,28.8
[what timing repair did]
| action | 4_1_cts | 5_1_grt |
|---|---|---|
| setup buffers | 15 | 4 |
| pin swaps | 44 | 30 |
| setup endpoints to repair | 9 | 9 |
| gates resized | 85 | 26 |
| hold buffers | 0 | 0 |
