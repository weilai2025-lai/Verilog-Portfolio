==> flow/design.v <==
module Priority_encoder(din,dout,valid);
parameter width_in = 32;
parameter width_out = 5;
input [width_in-1:0]din;
output reg[width_out-1:0]dout;
output reg valid;
integer i;
always @(*)
begin
	valid <= 0;
	dout <= 'd0;
	for(i=0; i<width_in;i=i+1)begin
		if(din[i])begin
			valid <= 1;
			dout <= i;
		end
	end
end
endmodule
module floating_adder_withsubtraction(fa,fb,fs,op);
parameter width = 32;
parameter width_e = 8;
parameter width_f = 23;
input op;
input [width-1:0]fa,fb;
output [width-1:0]fs;
wire valid,zero;
wire fa_s,fb_s,fs_s;
wire [width_e-1:0]fa_e,fb_e,fs_e,ex_diff;
wire [width_f-1:0]fa_f,fb_f,fs_f;
wire [width_f+3-1:0]fa_fextend,fb_fextend,fb_fextendsh;
wire [width_f+3-1:0]fa_fcomplement,fb_fcomplement;
wire [width_f+3-1:0]fs_fcal,fs_fcom,fs_fnormalized;
wire [width-1:0]fb_math;
wire [$clog2(width)-1:0]shiftvalue;
assign fb_math = {op^fb[31],fb[30:0]};
assign {fa_s,fa_e,fa_f} = (fa[30:23] > fb[30:23])? fa:fb_math;
assign {fb_s,fb_e,fb_f} = (fa[30:23] > fb[30:23])? fb_math:fa;
assign fa_fextend = {3'b001,fa_f};
assign fb_fextend = {3'b001,fb_f};
assign ex_diff = fa_e - fb_e;
assign fb_fextendsh = fb_fextend >> ex_diff;
assign fa_fcomplement = (fa_s)? ~fa_fextend+26'd1:fa_fextend;
assign fb_fcomplement = (fb_s)? ~fb_fextendsh+26'd1:fb_fextendsh;
assign fs_fcal = fa_fcomplement + fb_fcomplement;  
assign fs_fcom = (fs_fcal[25])? ~fs_fcal+26'd1:fs_fcal; 
Priority_encoder p0(.din({8'd0,fs_fcom[23:0]}),.dout(shiftvalue),.valid(valid));
assign fs_s = fs_fcal[25];
assign fs_e = (fs_fcom[24])? fa_e+8'd1:fa_e-(5'd23-shiftvalue);
assign fs_fnormalized = fs_fcom << (5'd23-shiftvalue);
assign fs_f = (fs_fcom[24])? fs_fcom[23:1]:fs_fnormalized[22:0];
assign zero = !(valid|fs_fcom[24]|fs_fcom[25]);
assign fs = (zero)? 32'd0:{fs_s,fs_e,fs_f};
endmodule
==> flow/run.sh <==
#!/bin/bash
# OpenROAD 26Q1-2900-gdf79404cd8, Yosys 0.63+post, stock flow scripts
make -C /OpenROAD-flow-scripts/flow DESIGN_CONFIG=/design/flow/config.mk WORK_HOME=/design/flow/orfs finish
==> flow/config.mk <==
export PLATFORM = sky130hd
export DESIGN_NAME = floating_adder_withsubtraction
export DESIGN_NICKNAME = floating_adder_withsubtraction
export VERILOG_FILES = /design/flow/design.v
export SDC_FILE = /design/flow/constraint.sdc
export NUM_CORES = 4
export LEC_CHECK = 1
export CORE_UTILIZATION = 40
==> flow/constraint.sdc <==
current_design floating_adder_withsubtraction

set clk_period 41.8
set clk_io_pct 0.2

create_clock -name clk0 -period $clk_period

set non_clock_inputs [all_inputs -no_clocks]
set_input_delay [expr $clk_period * $clk_io_pct] -clock clk0 $non_clock_inputs
set_output_delay [expr $clk_period * $clk_io_pct] -clock clk0 [all_outputs]
==> flow_summary.ini <==
; implementation run metrics
[final_timing]
worst_slack_ns = 10.62
finalHoldViolCount = 0
setup_viol = 0
period_minus_slack_ns = 31.18
post-route-period-util_pct = 74.6
setup-tns-final_ns = 0
drv_slew = 0
timing.hold.ws_ns = 17.97
rsz0062_at_grt = false
fmax_mhz = 32.1
worst_pin_slew_ns = 0.905
relSlewSlack_pct = 39.6

[cts]
cts-resized-gates = 0
cts_setup_buffers = 0
cts_hold_buf = 0

[placed_design]
dp_hpwl_mm = 24.8
io_buffer_count = 97
dp.cells = 1627
gp_congestion = 0.953
pre_cts_slack_ns = 10.83
dpl-instance-area_sq_um = 10100

[die]
die_h_um = 152
die_area_sq_um = 23100
io-pin-count = 97
core_sq_um = 22000
die_w_um = 152
row_count = 54
initial_utilization_pct = 40.9

[layout]
final_common_cell = nand2_1
sequential_cell_total = 0
stdcell_count = 1627
fin_area_sq_um = 10100
clockBufferCount = 0
seq_area_sq_um = 0
lay_top_cells = nand2_1, nor2_1, mux2i_1
syn_to_final_growth_pct = 12.3
fin_util_pct = 46.0
layout-drive-gt1-share_pct = 8.39

[detailed_routing]
wl_per_cell_um = 18.8
insertedDiodeCount = 0
drt-total-wl_mm = 30.7
dr_total_vias = 10096
vias_per_cell = 6.21
drtIter0Drc = 877
postRouteAntennaNets = 0
drt_pass1_iterations = 22
drcViolationCount = 0

[synthesis]
adder_share_pct = 6.99
avgSynthCellArea_sq_um = 6.89
ys_warn_count = 1
synth.largest_area_cell = mux2i_1
synth-area-yosys_sq_um = 8990
simple_gate_area_share_pct = 26.4
ys_sh_xor_pct = 8.58
synthMuxAreaShare_pct = 17.9
synth.distinct_cells = 98
yosysCellCount = 1305
synthesis.area_sq_um = 8990
synth_top_area_share_pct = 11.8
area_leaders = mux2i_1, ha_1, xnor2_1
synthTopLogicFamily = AND-OR/OR-AND gates
synthCells = 1305
ys_seq_share_pct = 0
aoi_share_pct = 33.8

[grt]
overflow = 0
grtUsageTotal_pct = 26.7
grt_max_degree = 49
antenna_found_initial = 0
grt_pass1_vias = 9106
grt_pass1_wl_mm = 50.1

[worst_setup_path]
worstPathArrival_ns = 22.82
crit_type = in -> out
crit_start = fb[25]
max_stage_delay_ns = 0.70
crit_fanout = 41
startpoint_type = primary input
critPathRequiredTime_ns = 33.44
crit_end = fs[30]
end_kind = primary output
cp_slowest_cell = o211a_1

[flow_run]
warning_count = 33
max_cap_viol_count = 0

[hold_path]
hold_class = in -> out

[run_status]
status = completed
[cell usage after synthesis, types with 6 or more instances]
library cell,n
a211o_1,9
a211oi_1,19
a21o_1,18
a21oi_1,85
a221oi_1,7
a31oi_1,25
and2_1,14
and3_1,15
buf_2,17
buf_4,10
buf_6,6
clkbuf_1,37
ha_1,47
inv_1,47
mux2_2,21
mux2i_1,106
mux4_2,11
nand2_1,117
nand2b_1,7
nand3_1,41
nand3b_1,7
nand4_1,16
nor2_1,116
nor2b_1,19
nor3_1,40
nor4_1,7
o2111ai_1,7
o211a_1,7
o211ai_1,22
o21a_1,17
o21ai_0,78
o21ai_1,12
o22ai_1,17
o31a_1,7
o31ai_1,13
or2_2,16
or3_1,32
xnor2_1,53
xor2_1,35
[cells by family (layout without fill, tap and decap cells)]
group           Yosys count  after routing
compound gates          428            428
simple gates            474            474
fa+ha+maj                49             49
mux                     143            143
xor+xnor                 88             88
buf+inv                 123            165
[final cells by class]
cell class	count	area, sq um
tap	280	350
multi-input combinational	1182	8440
fill	2250	11900
timing repair buffer	117	1120
inverter	48	180
[layer usage]
metal	GRT usage, %	vias to the layer above	share of wire, %
met5	0	-	0
met4	3.06	0	1.1
met3	3.69	18	7.4
met2	38.7	387	41
met1	42.7	4627	50
li1	-	5064	-
[worst max-delay path, delay by kind of cell]
| kind | cells | cell delay, ns |
|---|---|---|
| buffers and inverters | 7 | 2.19 |
| AND/OR/NAND/NOR | 12 | 2.36 |
| XOR/XNOR | 3 | 0.41 |
| AND-OR/OR-AND | 28 | 7.08 |
| adder cells (fa/ha/maj) | 6 | 1.99 |
| multiplexers | 1 | 0.40 |
[worst min path at each step]
stage	slack (ns)	to	cells past startpoint	start
4_1_cts	17.98	fs[30]	8	fb[30]
5_1_grt	18.12	fs[30]	8	fb[30]
6_report	17.97	fs[30]	8	fb[30]
