==> ./run.sh <==
#!/bin/bash
# OpenROAD 26Q1-2900-gdf79404cd8, Yosys 0.63+post, stock flow scripts
make -C /OpenROAD-flow-scripts/flow DESIGN_CONFIG=/design/flow/config.mk WORK_HOME=/design/flow/orfs finish
==> ./config.mk <==
export PLATFORM = sky130hd
export DESIGN_NAME = Freq_div
export DESIGN_NICKNAME = Freq_div
export VERILOG_FILES = /design/flow/design.v
export SDC_FILE = /design/flow/constraint.sdc
export NUM_CORES = 4
export LEC_CHECK = 1
export CORE_UTILIZATION = 50
==> ./constraint.sdc <==
current_design Freq_div

set clk_period 10.7
set clk_io_pct 0.2

create_clock -name clk0 -period $clk_period [get_ports {fin}]

set non_clock_inputs [all_inputs -no_clocks]
set_input_delay [expr $clk_period * $clk_io_pct] -clock clk0 $non_clock_inputs
set_output_delay [expr $clk_period * $clk_io_pct] -clock clk0 [all_outputs]
==> ./design.v <==
module D_FF(din, clk, dout);
input din, clk;
output reg dout;
always @(posedge clk)
	begin
	dout <= din;
	end
endmodule
module D_FF32bit(din, clk, rst, en, dout);
input [31:0]din;
input clk, rst, en;
output reg[31:0]dout;
always @(posedge clk or posedge rst)
begin
	if(rst)
		begin
		dout <= 32'd0;
		end
	else
		begin
		dout <= (en)? din:dout;
		end
end
endmodule
module Freq_div(fin,fsel, acc_out, rst, F_t, fout, rst_n);
input [2:0]fsel;
input fin, rst_n;
output fout;
wire [31:0]dout, dout_h;
output F_t;
wire rst_combined;
output rst;
output [31:0]acc_out;
assign dout_h = {1'd0, dout[31:1]};
assign rst =(acc_out >= dout);
assign rst_combined = (~rst_n)||rst;
assign F_t =(acc_out >= dout_h);
acc32 a0(.clk(fin),.en(1'b1),.rst(rst_combined),.dout(acc_out));
div_dec d0(.din(fsel),.dout(dout));
D_FF d_ff(.din(F_t),.clk(fin),.dout(fout));
endmodule
module acc32(clk, en, rst, dout);
input clk, en, rst;
output [31:0]dout;
wire [31:0]s;
fulladd32bit f0(.cin(1'b0),.a(dout),.b(32'b1),.s(s),.cout());
D_FF32bit d0(.din(s),.rst(rst),.en(en),.clk(clk),.dout(dout));
endmodule
module div_dec(din, dout);
input [2:0]din;
output reg[31:0]dout;
always @(din)
begin
	case(din)
	3'd0: dout=32'd200000000;
	3'd1: dout=32'd150000000;
	3'd2: dout=32'd100000000;
	3'd3: dout=32'd50000000;
	3'd4: dout=32'd25000000;
	3'd5: dout=32'd166700000;
	3'd6: dout=32'd10000000;
	3'd7: dout=32'd4;
	endcase
end
endmodule
module ffulladd8bit(cin, a, b, s, cout);
input [7:0]a, b;
input cin;
output [7:0]s;
output cout;
wire c;
ffulladd f0(.cin(cin),.a(a[3:0]),.b(b[3:0]),.s(s[3:0]),.cout(c));
ffulladd f1(.cin(c),.a(a[7:4]),.b(b[7:4]),.s(s[7:4]),.cout(cout));
endmodule
module fulladd16bit(cin, a, b, s, cout);
input cin;
input [15:0]a, b;
output [15:0]s;
output cout;
wire c;
ffulladd8bit f0(.cin(cin),.a(a[7:0]),.b(b[7:0]),.s(s[7:0]),.cout(c));
ffulladd8bit f1(.cin(c),.a(a[15:8]),.b(b[15:8]),.s(s[15:8]),.cout(cout));
endmodule
module fulladd32bit(cin, a, b, s, cout);
input cin;
input [31:0]a, b;
output [31:0]s;
output cout;
wire c;
fulladd16bit f0(.cin(cin),.a(a[15:0]),.b(b[15:0]),.s(s[15:0]),.cout(c));
fulladd16bit f1(.cin(c),.a(a[31:16]),.b(b[31:16]),.s(s[31:16]),.cout(cout));
endmodule
module ffulladd(a, b, cin, s, cout);
input [3:0]a;
input [3:0]b;
input cin;
output cout;
output [3:0]s;
wire f0_out, f1_out, f2_out;
fulladd f0(.a(a[0]), 
           .b(b[0]),
			  .cin(cin),
			  .s(s[0]),
			  .cout(f0_out));
fulladd f1(.a(a[1]), 
           .b(b[1]),
			  .cin(f0_out),
			  .s(s[1]),
			  .cout(f1_out));
fulladd f2(.a(a[2]), 
           .b(b[2]),
			  .cin(f1_out),
			  .s(s[2]),
			  .cout(f2_out));
fulladd f3(.a(a[3]), 
           .b(b[3]),
			  .cin(f2_out),
			  .s(s[3]),
			  .cout(cout));
endmodule
module fulladd(a, b, cin, s, cout);
input a, b, cin;
output s, cout;
assign cout = (a&b)|(b&cin)|(a&cin);
assign s = a^b^cin;
endmodule
==> out/qor.log <==
qor: worst_setup_path.cp-end-kind primary output
qor: logic_synthesis.area_of_the_mapped_netlist 0.00274 mm^2
qor: worst_setup_path.crit_path_start_kind primary input
qor: routing.detail_route.wirelength.met1 2.67 mm
qor: global_routing.grt_first_pass_wirelength 8.58 mm
qor: routing.firstDrtPassIters 4
qor: cts.tritoncts.num_buffers 5
qor: global_routing.grt_antenna_before_repair 0
qor: logic_synthesis.ys_top_cells_by_area sky130_fd_sc_hd__ha_1 (38%), sky130_fd_sc_hd__dfrtp_1 (29%), sky130_fd_sc_hd__buf_4 (8.8%)
qor: final_timing.worst-slew-pin-transition 0.795 ns
qor: final_timing.rsz_0062_raised_after_global_routing false
qor: logic_synthesis.synth_area_per_cell 10.8 um^2
qor: cts.cts_resized 0
qor: logic_synthesis.synth_top_area_share 38.3%
qor: cts.cts.hold.buffers_added 0
qor: routing.drcViolationCount 0
qor: cells_and_area.register_area 821 um^2
qor: cells_and_area.post_route_cells_drive_above_1_share 6.34%
qor: global_routing.grt_pass1_vias 1,808
qor: final_timing.relSlewSlack 45.6%
qor: final_timing.post-route-period-util 72.7%
qor: routing.num_antenna_cells 0
qor: routing.drt.antenna.violating_nets 0
qor: cts.post-cts-setup-buffers 0
qor: worst_setup_path.largest_fanout_of_any_net_on_the_critical_path 7
qor: logic_synthesis.edf_count 0
qor: final_timing.period_minus_slack 7.78 ns
qor: cts.clock_root_buffer_master sky130_fd_sc_hd__clkbuf_8
qor: power.power.static_leakage 0.00170 uW
qor: final_timing.fin_setup_tns 0 ns
qor: cells_and_area.num-fill-cells 453
qor: cts.clock_tree.htree_level_count 2
qor: routing.via_count 1,804
qor: global_routing.maximum_number_of_pins_on_one_net_before_global_route_repair 20
qor: routing.avgRoutedWirePerCell 14.5 um
qor: die.initial_utilization 52.7%
qor: power.internal_power 207 uW
qor: placed_design.placed_cells_incl_taps 330
qor: cells_and_area.final-comb-area 0.00165 mm^2
qor: final_timing.achievable-frequency 0.129 GHz
qor: worst_setup_path.category_of_the_critical_setup_timing_path primary input to primary output
qor: worst_setup_path.cp.arrival 5.64 ns
qor: worst_setup_path.critical_path.top_delay_family buffers and inverters
qor: final_timing.timing.final.hold_violations 0
qor: placed_design.gp_congestion 0.872
qor: worst_setup_path.timing.critical_path.slowest_stage_cell sky130_fd_sc_hd__clkdlybuf4s50_1
qor: logic_synthesis.share_of_flip_flops_with_an_asynchronous_set_or_reset_after_synthesis 97.0%
qor: routing.topRoutingLayerUsed met4
qor: job.warning_count 30
qor: logic_synthesis.yosys.area.top_type sky130_fd_sc_hd__ha_1
qor: worst_setup_path.crit_chain clkdlybuf4s50_1 -> inv_1 -> ha_1 -> or2_2 -> and2_1 -> ha_1 -> nand4_1 -> nor4_1 -> o311ai_0 -> a41oi_2 -> clkdlybuf4s50_1
qor: final_timing.finalClockSkew 0.00707 ns
qor: logic_synthesis.synth.yosys.warnings 35
qor: worst_setup_path.cp_data_required_time 8.56 ns
qor: die.core 0.00520 mm^2
qor: power.net_switching_fraction_of_the_power 24.8%
qor: placed_design.post-dp-hpwl 4.00 mm
qor: global_routing.global_route.overflow_total 0
qor: power.vdd_drop_max 0.0850 mV
qor: min_path.holdCritPathClass register to register
qor: logic_synthesis.synth-area-yosys 0.00274 mm^2
qor: logic_synthesis.yosys_cells 253
qor: die.fp.dieW 76.1 um
qor: die.die_area 0.00579 mm^2
qor: routing.detail_route.vias_per_cell 5.34
qor: routing.met2_wirelength 2.04 mm
qor: placed_design.port-buffer-count 39
qor: routing.drc_marker_count_from_the_first_detailed_route_iteration 42
qor: logic_synthesis.netlist_instances 253
qor: power.net-switching-power 68.1 uW
qor: global_routing.grtUsageTotal 18.8%
qor: routing.met3_wirelength 153 um
qor: logic_synthesis.synth-seq-area-share 29.9%
qor: worst_setup_path.cpPeakStageDelay 0.63 ns
qor: status.status finished clean
qor: final_timing.timing.final.setup_violations 0
qor: worst_setup_path.critPathBufInv 3
qor: cts.cts_max_path_buffers 2
qor: logic_synthesis.synthMostInstantiatedCell sky130_fd_sc_hd__ha_1
qor: cells_and_area.instances_no_fill 338
qor: cts.clock_sink_count 33
qor: logic_synthesis.postSynth.topFlopCell sky130_fd_sc_hd__dfrtp_1
qor: routing.total_routed_length 4.91 mm
qor: die.io-pin-count 40
qor: cts.cts_tree yes
qor: logic_synthesis.synth_flop_count 33
qor: die.placement_rows 26
qor: final_timing.timing_max_transition_violations_final 0
qor: job.timing.max_cap.violations 0
qor: cts.clock.latency.late_pin 0.29 ns
qor: logic_synthesis.netlist_top_cells_count sky130_fd_sc_hd__ha_1 (84), sky130_fd_sc_hd__buf_4 (32), sky130_fd_sc_hd__dfrtp_1 (32)
qor: die.chipHeight 76.1 um
qor: power.p_clk_share 43.0%
qor: power.cellPowerDensity 88.6 mW/mm^2
qor: logic_synthesis.synth.distinct_cells 41
qor: power.combinationalPowerShare 11.7%
qor: cts.clkSlewWorstSetupHoldPaths 0.07 ns
qor: cells_and_area.layout-area-overhead-vs-synth 13.0%
qor: power.pwr-share-seq 45.3%
## metal layers
metal / up-vias / track usage (%)
li1: 930 / -
met1: 839 / 31.2
met2: 30 / 28.0
met3: 5 / 2.19
met4: 0 / 1.92
met5: - / 0
## power groups by stage
stage / clock (uW) / sequential [uW] / combinational, uW
4_1_cts: 124 / 125 / 32.2
5_1_grt: 131 / 125 / 37.1
6_report: 118 / 125 / 32.1
## stage by stage
| stage | hold slack, ns | cell area [um^2] | setup slack, ns | total power [uW] | util (%) |
|---|---|---|---|---|---|
| after floorplan | 0.446 | 2740 | 4.39 | 149 | - |
| after global placement | 0.491 | 2990 | 2.95 | 159 | 57.4 |
| after detailed placement | 0.488 | 2990 | 2.95 | 159 | 57.4 |
| after CTS | 0.502 | 3100 | 2.92 | 281 | 59.6 |
| after global routing | 0.516 | 3100 | 2.53 | 292 | 59.6 |
| final | 0.498 | 3100 | 2.92 | 275 | 59.6 |
## registers in the layout (all words and copies together), names as in the netlist
name,cells
a0.d0.dout,32
d_ff.dout,1
## placed cells by master, fill, tap and decap left out, types with 2 or more instances in the layout
cell and instances:
sky130_fd_sc_hd__a2111oi_0 2, sky130_fd_sc_hd__a211oi_1 2, sky130_fd_sc_hd__a21boi_0 3, sky130_fd_sc_hd__a21o_1 5, sky130_fd_sc_hd__a21oi_1 12, sky130_fd_sc_hd__and2_1 2
sky130_fd_sc_hd__clkbuf_8 5, sky130_fd_sc_hd__clkdlybuf4s50_1 39, sky130_fd_sc_hd__dfrtp_1 32, sky130_fd_sc_hd__ha_1 84, sky130_fd_sc_hd__inv_1 8, sky130_fd_sc_hd__mux2_2 2
sky130_fd_sc_hd__mux2i_1 2, sky130_fd_sc_hd__nand2_1 15, sky130_fd_sc_hd__nand2b_1 2, sky130_fd_sc_hd__nand3_1 3, sky130_fd_sc_hd__nand4_1 5, sky130_fd_sc_hd__nor2_1 9
sky130_fd_sc_hd__nor4_1 2, sky130_fd_sc_hd__o21ai_0 9
## worst register-to-register path: cells and delay by family (launching register included)
family | cells | cell delay [ns]
fa+ha+maj | 30 | 5.97
xor+xnor | 1 | 0.13
flops | 1 | 0.43
## cell families after synthesis
family / Yosys count / share of synthesized area (%)
adder cells (fa/ha/maj): 84 / 38.3
AND-OR/OR-AND: 45 / 11.4
AND/OR/NAND/NOR: 44 / 8.25
buffers and inverters: 41 / 9.99
flip-flops: 33 / 29.9
multiplexers: 4 / 1.55
XOR/XNOR: 2 / 0.639
## worst paths after layout
| kind | endpoint | cells past startpoint | from | slack, ns |
|---|---|---|---|---|
| setup / recovery | rst | 11 | fsel[0] | 2.92 |
| hold / removal | a0.d0.dout[31] | 1 | a0.d0.dout[31] | 0.50 |
| setup reg to reg | a0.d0.dout[31] | 31 | a0.d0.dout[0] | 4.06 |
| hold reg to reg | a0.d0.dout[31] | 1 | a0.d0.dout[31] | 0.50 |
| max in group asynchronous | a0.d0.dout[9] | 11 | fsel[0] | 5.50 |
| min in group asynchronous | a0.d0.dout[24] | 5 | a0.d0.dout[25] | 1.04 |
## final cells by class
| class | instances | area share (%) |
|---|---|---|
| timing repair buffer | 40 | 12.8 |
| clock buffer | 5 | 2.22 |
| multi-input combinational | 179 | 53.2 |
| sequential | 33 | 26.5 |
| tap | 70 | 2.82 |
| clock inverter | 3 | 1.49 |
| inverter | 8 | 0.969 |
Power and IR drop assume default switching activity.
